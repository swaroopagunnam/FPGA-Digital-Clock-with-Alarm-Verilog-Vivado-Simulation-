**run.sh**
```bash
#!/bin/bash
# OpenROAD 26Q1-2900-gdf79404cd8, Yosys 0.63+post, stock flow scripts
make -C /OpenROAD-flow-scripts/flow DESIGN_CONFIG=/design/flow/config.mk WORK_HOME=/design/flow/orfs finish
```
**config.mk**
```make
export PLATFORM = sky130hd
export DESIGN_NAME = Topmodule
export DESIGN_NICKNAME = Topmodule
export VERILOG_FILES = /design/flow/design.v
export SDC_FILE = /design/flow/constraint.sdc
export NUM_CORES = 4
export LEC_CHECK = 1
export CORE_UTILIZATION = 50
```
**constraint.sdc**
```tcl
current_design Topmodule

set clk_period 4.6
set clk_io_pct 0.2

create_clock -name clk0 -period $clk_period [get_ports {clk}]

set non_clock_inputs [all_inputs -no_clocks]
set_input_delay [expr $clk_period * $clk_io_pct] -clock clk0 $non_clock_inputs
set_output_delay [expr $clk_period * $clk_io_pct] -clock clk0 [all_outputs]
```
**design.v**
```verilog
module Topmodule (
    input clk,               
    input reset,
    input btn_set,
    input btn_mode,
    output [6:0] seg,
    output [3:0] an,
    output alarm_led         
);
    wire clk_1Hz, clk_1kHz;
    clock_divider #(50_000_000) clk_div_1Hz (
        .clk(clk),
        .reset(reset),
        .clk_out(clk_1Hz)
    );
    clock_divider #(50_000) clk_div_1kHz (
        .clk(clk),
        .reset(reset),
        .clk_out(clk_1kHz)
    );
    wire [5:0] seconds, minutes;
    wire [4:0] hours;
    time_counter time_cnt (
        .clk_1Hz(clk_1Hz),
        .reset(reset),
        .seconds(seconds),
        .minutes(minutes),
        .hours(hours)
    );
    wire btn_set_clean, btn_mode_clean;
    debounce db_set (
        .clk(clk_1kHz),
        .noisy_btn(btn_set),
        .clean_btn(btn_set_clean)
    );
    debounce db_mode (
        .clk(clk_1kHz),
        .noisy_btn(btn_mode),
        .clean_btn(btn_mode_clean)
    );
    wire [5:0] alarm_min;
    wire [4:0] alarm_hour;
    wire alarm_active;
    alarm_fsm alarm (
        .clk(clk_1Hz),
        .reset(reset),
        .btn_set(btn_set_clean),
        .btn_mode(btn_mode_clean),
        .curr_hour(hours),
        .curr_min(minutes),
        .alarm_hour(alarm_hour),
        .alarm_min(alarm_min),
        .alarm_on(alarm_active)
    );
    display_controller display (
        .clk(clk_1kHz),
        .hours(hours),
        .minutes(minutes),
        .seg(seg),
        .an(an)
    );
    assign alarm_led = alarm_active;
endmodule
module alarm_fsm (
    input clk,
    input reset,
    input btn_set,
    input btn_mode,
    input [4:0] curr_hour,
    input [5:0] curr_min,
    output reg [4:0] alarm_hour,
    output reg [5:0] alarm_min,
    output reg alarm_on
);
    parameter IDLE = 2'b00,
              SET_HOUR = 2'b01,
              SET_MIN = 2'b10;
    reg [1:0] state;
    always @(posedge clk or posedge reset) begin
        if (reset) begin
            state <= IDLE;
            alarm_hour <= 0;
            alarm_min <= 0;
            alarm_on <= 0;
        end else begin
            case (state)
                IDLE: begin
                    if (btn_mode)
                        state <= SET_HOUR;
                    if (curr_hour == alarm_hour && curr_min == alarm_min)
                        alarm_on <= 1;
                    else
                        alarm_on <= 0;
                end
                SET_HOUR: begin
                    if (btn_set) begin
                        if (alarm_hour == 23)
                            alarm_hour <= 0;
                        else
                            alarm_hour <= alarm_hour + 1;
                    end
                    if (btn_mode)
                        state <= SET_MIN;
                end
                SET_MIN: begin
                    if (btn_set) begin
                        if (alarm_min == 59)
                            alarm_min <= 0;
                        else
                            alarm_min <= alarm_min + 1;
                    end
                    if (btn_mode)
                        state <= IDLE;
                end
            endcase
        end
    end
endmodule
module clock_divider #(parameter DIVISOR = 500_000_000)(
    input clk,
    input reset,
    output reg clk_out
);
    reg [31:0] count = 0;
    always @(posedge clk or posedge reset) begin
        if (reset) begin
            count <= 0;
            clk_out <= 0;
        end else begin
            if (count == DIVISOR - 1) begin
                count <= 0;
                clk_out <= ~clk_out;
            end else begin
                count <= count + 1;
            end
        end
    end
endmodule
module debounce (
    input clk,              
    input noisy_btn,
    output reg clean_btn
);
    reg [2:0] shift_reg = 3'b000;
    always @(posedge clk) begin
        shift_reg <= {shift_reg[1:0], noisy_btn};
        if (shift_reg == 3'b111)
            clean_btn <= 1;
        else if (shift_reg == 3'b000)
            clean_btn <= 0;
    end
endmodule
module display_controller (
    input clk,   
    input [4:0] hours,
    input [5:0] minutes,
    output reg [6:0] seg,    
    output reg [3:0] an      
);
    reg [3:0] digit;
    reg [1:0] mux_index = 0;
    wire [3:0] bcd_digits[3:0];
    assign bcd_digits[3] = hours / 10;   
    assign bcd_digits[2] = hours % 10;   
    assign bcd_digits[1] = minutes / 10;   
    assign bcd_digits[0] = minutes % 10;   
    always @(*) begin
        case (digit)
            4'd0: seg = 7'b1000000;
            4'd1: seg = 7'b1111001;
            4'd2: seg = 7'b0100100;
            4'd3: seg = 7'b0110000;
            4'd4: seg = 7'b0011001;
            4'd5: seg = 7'b0010010;
            4'd6: seg = 7'b0000010;
            4'd7: seg = 7'b1111000;
            4'd8: seg = 7'b0000000;
            4'd9: seg = 7'b0010000;
            default: seg = 7'b1111111;
        endcase
    end
    always @(posedge clk) begin
        mux_index <= mux_index + 1;
        case (mux_index)
            2'd0: begin
                an <= 4'b1110;
                digit <= bcd_digits[0];  
            end
            2'd1: begin
                an <= 4'b1101;
                digit <= bcd_digits[1];  
            end
            2'd2: begin
                an <= 4'b1011;
                digit <= bcd_digits[2];  
            end
            2'd3: begin
                an <= 4'b0111;
                digit <= bcd_digits[3];  
            end
        endcase
    end
endmodule
module time_counter (
    input clk_1Hz,      
    input reset,
    output reg [5:0] seconds,
    output reg [5:0] minutes,
    output reg [4:0] hours
);
    always @(posedge clk_1Hz or posedge reset) begin
        if (reset) begin
            seconds <= 0;
            minutes <= 0;
            hours <= 0;
        end else begin
            if (seconds == 59) begin
                seconds <= 0;
                if (minutes == 59) begin
                    minutes <= 0;
                    if (hours == 23)
                        hours <= 0;
                    else
                        hours <= hours + 1;
                end else begin
                    minutes <= minutes + 1;
                end
            end else begin
                seconds <= seconds + 1;
            end
        end
    end
endmodule
```
==> Slide: Implementation Results <==
Physical Implementation Snapshot

Outcome
  – Status: finished, final reports clean

Placement
  – Placed cell count: 816
  – Port Buffers: 15
  – Detailed placement HPWL: 7697 um
  – Post-Place Worst Slack: 2.120 ns
  – GPL Wtd Cong: 0.8007

Worst setup path
  – WP buf/inv: 0
  – Worst-path cell chain: ha_1 -> and3_1 -> and3_1 -> nand2_1 -> nor2_1 -> nand3_1 -> or3_1 -> nor2_1 -> nand4_1 -> xnor2_1
  – Critical path arrival: 2.74 ns
  – Crit Path Category: register to register
  – Worst Path Required: 4.81 ns
  – CP startpoint kind: register
  – Crit Path Max Fanout: 5
  – Delay of the slowest critical-path stage: 0.45 ns
  – Slowest CP cell: or3_1
  – Crit end category: register
  – Crit path max-delay family: simple AND/OR/NAND/NOR gates

Job
  – Tool Warnings: 36
  – Max_cap viols: 0

Die
  – Top Ports: 16
  – Fp util: 0.5213
  – Num rows: 40
  – Die ar.: 13,130 sq um
  – Die y size: 114.6 um
  – Core area: 12,160 sq um
  – Die Wd: 114.6 um

Final timing
  – Max Slew Vio Count: 0
  – Fmax: 395.3 MHz
  – Worst setup margin: 2.070 ns
  – Endpoints left unconstrained: 65
  – RSZ-0062 raised after global routing: false
  – Clock Skews: 0.004736 ns
  – Post-Route Setup TNS: 0 ns
  – Fin crit period: 2.530 ns
  – Tcrit/Tclk final: 0.5499
  – # setup viols final: 0
  – Measured slew at the worst slew-check pin: 0.8482 ns
  – Register pins left without a clock: 53
  – Slew headroom: 0.4302
  – Fin. Hold Viols: 0

CTS
  – PostCTS Resize Cnt: 0
  – H-tree levels: 3
  – Post-CTS setup buffers: 0
  – Clock Tree Root: clkbuf_16
  – Clock slew at reported path FFs: 0.05 ns
  – Max clock buf depth: 2
  – Clock Latency Late Sink: 0.33 ns
  – Cts hold-fix bufs: 0
  – CTS buffer count: 9
  – CTS tree: done

Routing
  – DRC viols: 0
  – First-pass DRT Iterations: 4
  – Starting DRC count in detailed routing: 144
  – DRT Wirelength: 10,590 um
  – Diodes inserted: 0
  – Final ANT Viol Nets: 0
  – WL/cell: 12.79 um
  – Routed via count: 4,416
  – DR vias/cell: 5.333

Logic synthesis
  – Main flop type: dfrtp_1
  – Post-Synthesis Cells: 648
  – Netlist Area Pre-Place: 6340 sq um
  – Synth warn: 6
  – Synth cell types: 74
  – Ys flops: 119
  – Chip Area, Yosys: 6340 sq um
  – EDFF count, synth: 0
  – Cells in synth_stat.txt: 648
  – Post-synth ARST share: 0.8235
  – Avg Cell Area, Syn: 9.784 sq um
  – Register share after synthesis: 0.4533

Cells and area
  – Post-route insts no fill: 828
  – Filler Cell Count: 1,043
  – Layout cells sized above 1: 0.07424
  – Area Overhead vs Synth: 8.644%
  – Post-layout util: 0.5664

Global route
  – Number of global-route vias before repair: 4,165
  – Overall Global Routing Usage: 0.1853
  – Largest net degree at the start of global routing: 64
  – Global-route wire length before repair: 19,150 um
  – Initial antenna violation count: 0
  – Total grt overflow: 0

Pwr
  – Power, Total: 1.180 mW
  – Max rail drop VDD: 0.0002454 V
  – Pwr Density: 171.3 nW/um^2
  – Leak Pwr: 3.163 nW

Hold path
  – Hold Crit Class: register to register
## cells by family after synthesis
kind of cell / synth area share
buf+inv: 0.03158
simple gates: 0.2058
xor+xnor: 0.1064
compound gates: 0.1139
mux: 0.03770
flops: 0.4533
fa+ha+maj: 0.05131
## worst paths after layout
kind / startpoint / to / slack [ns] / cells past startpoint
worst min-delay path: clk_div_1kHz.count[0] / clk_div_1kHz.count[0] / 0.45 / 1
min in group asynchronous: reset / clk_div_1Hz.count[3] / 1.08 / 2
max in group asynchronous: reset / clk_div_1Hz.count[25] / 2.59 / 3
worst max-delay path: clk_div_1Hz.count[0] / clk_div_1Hz.count[30] / 2.07 / 10
worst max register to register: clk_div_1Hz.count[0] / clk_div_1Hz.count[30] / 2.07 / 10
worst min register to register: clk_div_1kHz.count[0] / clk_div_1kHz.count[0] / 0.45 / 1
## Yosys cell counts, drive strengths merged (3+ instances only)
cell | instances | share of area
a21o | 6 | 0.0071
a21oi | 18 | 0.014
a31oi | 7 | 0.011
and3 | 14 | 0.014
buf | 9 | 0.0095
clkbuf | 10 | 0.0059
dfrtp | 97 | 0.38
dfxtp | 21 | 0.066
ha | 26 | 0.051
inv | 25 | 0.015
mux2 | 12 | 0.022
mux2i | 10 | 0.016
nand2 | 61 | 0.037
nand2b | 12 | 0.012
nand3 | 35 | 0.028
nand4 | 21 | 0.021
nor2 | 63 | 0.038
nor2b | 13 | 0.013
nor3 | 12 | 0.0095
nor4 | 8 | 0.0089
o211ai | 6 | 0.0093
o21a | 3 | 0.0036
o21ai | 32 | 0.027
or2 | 4 | 0.0039
or3 | 6 | 0.0059
or4 | 3 | 0.0041
xnor2 | 37 | 0.051
xor2 | 40 | 0.055
## metal layers
layer,vias up,track usage,share of wire
met5,-,0,0
met4,0,0.01818,0.013
met3,9,0.02643,0.019
met2,37,0.2941,0.47
met1,2105,0.2941,0.50
li1,2265,-,-
## power by group
part	internal [mW]	switching (mW)
registers	0.582	0
logic	0.00292	0.0161
clock network	0.364	0.215
## cell type report
| cell class | count | area (sq um) | area share |
|---|---|---|---|
| Inverter | 26 | 105.1 | 0.01526 |
| Clock inverter | 1 | 5.005 | 0.0007266 |
| Timing Repair Buffer | 19 | 180.2 | 0.02616 |
| Multi-Input combinational cell | 484 | 3271 | 0.4748 |
| Tap cell | 168 | 210.2 | 0.03052 |
| Clock buffer | 11 | 242.7 | 0.03524 |
| Sequential cell | 119 | 2874 | 0.4173 |
## placed cells by master (no fill, tap or decap), types with 3 or more instances in the layout
master and n:
a21o_1 6, a21oi_1 18, a31oi_1 4, and3_1 14
buf_4 4, clkbuf_16 9, clkdlybuf4s50_1 15, dfrtp_1 97
dfxtp_1 21, ha_1 26, inv_1 23, mux2_2 11
mux2i_1 10, nand2_1 60, nand2b_1 12, nand3_1 35
nand4_1 21, nor2_1 62, nor2b_1 13, nor3_1 11
nor4_1 7, o211ai_1 5, o21a_1 3, o21ai_0 29
or3_1 6, xnor2_1 37, xor2_1 40
## stage by stage
stage,hold slack [ns],area (sq um)
4_1_cts,0.4531,6888
2_1_floorplan,0.4251,6340
5_1_grt,0.4735,6888
6_report,0.4488,6888
3_3_place_gp,0.4366,6640
3_5_place_dp,0.4446,6640
Power figures rest on the tool's default switching activity, not on a simulated workload.
